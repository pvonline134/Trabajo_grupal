`design/flow/run.sh`:
```
#!/bin/bash
# OpenROAD 26Q1-2900-gdf79404cd8, Yosys 0.63+post, stock flow scripts
make -C /OpenROAD-flow-scripts/flow DESIGN_CONFIG=/design/flow/config.mk WORK_HOME=/design/flow/orfs finish
```
`design/flow/config.mk`:
```
export PLATFORM = sky130hd
export DESIGN_NAME = binario_bcd
export DESIGN_NICKNAME = binario_bcd
export VERILOG_FILES = /design/flow/design.v
export SDC_FILE = /design/flow/constraint.sdc
export NUM_CORES = 4
export LEC_CHECK = 1
export CORE_AREA = 10 10 96 96
export DIE_AREA = 0 0 106 106
```
`design/flow/constraint.sdc`:
```
current_design binario_bcd

set clk_period 14.2
set clk_io_pct 0.2

create_clock -name clk0 -period $clk_period

set non_clock_inputs [all_inputs -no_clocks]
set_input_delay [expr $clk_period * $clk_io_pct] -clock clk0 $non_clock_inputs
set_output_delay [expr $clk_period * $clk_io_pct] -clock clk0 [all_outputs]
```
`design/flow/design.v`:
```
module binario_bcd (
    input logic [13:0] bin_for_bcd,     
    output logic [15:0] bcd_out     
);  
    logic [27:0] shift;         
    int i;                      
    always_comb begin
        shift = {16'b0, bin_for_bcd};   
        for (i = 0; i < 12; i = i + 1) begin
            if (shift[27:24] >= 5)
                shift[27:24] = shift[27:24] + 3;
            if (shift[23:20] >= 5)
                shift[23:20] = shift[23:20] + 3;
            if (shift[19:16] >= 5)
                shift[19:16] = shift[19:16] + 3;
            if (shift[15:12] >= 5)
                shift[15:12] = shift[15:12] + 3;
            shift = shift << 1;
        end
        bcd_out = shift[27:12];    
    end
endmodule
```
==> summary.txt <==
The full implementation flow was run.

The count of different cell masters after synthesis stands at about 100. The critical path in this run is classified as in2out. The first global-routing pass estimated a little over 20,000 um of wire. Setup violations remaining at the end of the flow were counted as 0. Among all cell types in the netlist, the one instantiated most often is sky130_fd_sc_hd__nand2_1. The number of vias after detailed routing stands at around 5,300. The worst slew slack as a fraction of its limit stands at 0.3546. The main area contributors are sky130_fd_sc_hd__ha_1 7.6%, sky130_fd_sc_hd__a21oi_1 5.6%, sky130_fd_sc_hd__nand2_1 4.9%, sky130_fd_sc_hd__nor2_1 4.5%, sky130_fd_sc_hd__mux2_2 3.8%. The longest incremental delay of any stage on the critical path is reported as slightly above 0.4 ns. The overall routed net length stands at around 13,000 um. The combined area of all synthesized cells stands at 4126 um2.

The number of diodes added for antenna fixing stands at 0. The horizontal extent of the die stands at ~110 um.

The pin count of the biggest net entering global routing stands at 20. 30 I/O pins were placed. The clock buffer instance count of the final layout stands at 0. Per the final report, max-transition violations number 0. The number of buffers inserted for hold repair after clock tree synthesis stands at 0.

For the worst min-delay path, the startpoint reported by OpenROAD is bin_for_bcd[0]. The total tool warning count stands at approximately 40. The yosys cell count stands at approximately 600. The congestion estimate from routability-driven global placement came to a little under 1.

Summing all flip-flop and latch instances after layout gives 0 um2. The via count of the first global-routing pass stands at ~4,700. For this run, the register share of the synthesized area comes to 0. The site row count stands at 31.

The pin closest to its max-slew limit shows a slew of 0.9636 ns. The placeable core region stands at 7214 um2. The launch point of the critical path was reported as bin_for_bcd[12]. The wire length per cell stands at between 15 and 20 um. The overall die size recorded for this design is about 11,000 um2. The residual antenna-violating net count after detailed routing stands at 0. The tool flagged a number of max-cap violations equal to 0.

The clock period could shrink to between 10 and 15 ns. In the finished design, the share of the clock period the worst path needs comes to 0.9923. As logged by OpenROAD, the buffers inserted on ports number 28. Of the post-synthesis cell area, the dominant cell type holds 0.07580. The gate count after technology mapping stands at about 590.

The post-route DRC violation count stands at 0. STA classifies the critical path startpoint as a primary input. The via density per instance stands at 6.236.

STA classifies the critical path endpoint as an output pin. By count the netlist is led by 54 x sky130_fd_sc_hd__nand2_1, 50 x sky130_fd_sc_hd__nor2_1, 46 x sky130_fd_sc_hd__a21oi_1, 31 x sky130_fd_sc_hd__inv_1, 25 x sky130_fd_sc_hd__ha_1. The initial utilization of the core area, before any placement, comes to 0.5720. For this run, the detailed router's first-pass iteration total came to 5. Post-synthesis, Yosys gives the total cell area as 4126 um2. The worst hold margin stands at between 5 and 6 ns. A synthesized cell averages around 7.0 um2. For the worst setup path, the data required time is between 10 and 15 ns.

Per the run report, area growth between synthesis and finish was 47.60%. In this run, the number of DRC markers left after iteration 0 of detailed routing was slightly above 300. The design has 0 sequential cells. The final hold violation count recorded for this run is 0. For the worst setup path, the data arrival time is about 11 ns. After the flow finishes, the layout carries non-filler instances totaling about 860. The number of antenna violations at the first check in global routing came to 0. Checking hold timing, the worst path is listed with class in2out. For the final routed database, the setup TNS stands at 0 ns. The overall overflow remaining after global route stands at 0.

The share of final-layout standard cells stronger than drive strength 1 stands at 0.4108. Warnings reported by Yosys during synthesis add up to 1. The combined global-route utilization of all metal layers stands at 0.2023. The floorplan step set the die height to 106 um. The post-placement cell count stands at approximately 800. The largest fanout on the critical path stands at 6. In the placement report, post-DP HPWL is listed as between 9000 and 10,000 um.

Per the STA report, the cell with the highest stage delay on the worst path is sky130_fd_sc_hd__or4_4. The cell type that accounts for the most area after synthesis is sky130_fd_sc_hd__ha_1. Per STA, the library cell used most along the worst path is sky130_fd_sc_hd__ha_2. The run finished with clean final reports.

The highest clock rate this design can be run at is 0.07097 GHz.
==> worst max-delay path: cells and delay by family <==
| family | cells | cell delay, ns |
|---|---|---|
| compound gates | 17 | 2.86 |
| simple gates | 11 | 1.82 |
| xor+xnor | 1 | 0.16 |
| mux | 1 | 0.27 |
| fa+ha+maj | 9 | 1.74 |
| buf+inv | 12 | 1.56 |
==> metrics by stage <==
step,util,worst slack (ns),area (um2)
floorplan,-,0.2005,4126
global placement,0.7520,-0.3101,5425
detailed placement,0.7520,-0.4998,5425
CTS,0.7863,-0.06102,5673
global route,0.8443,-0.3554,6091
finish,0.8443,0.1089,6091
==> per-layer routing <==
layer	track usage	up-vias	wire length, um
li1	-	2642	-
met2	0.3458	153	6096
met5	0	-	0
met1	0.2875	2528	6429
met3	0.01162	15	648
met4	0.007737	0	132
==> kinds of logic after synthesis <==
group / count (synthesis) / share of synthesized area
AND-OR/OR-AND: 237 / 0.4563
AND/OR/NAND/NOR: 207 / 0.2596
buffers and inverters: 67 / 0.06792
multiplexers: 32 / 0.09096
adder cells (fa/ha/maj): 25 / 0.07580
XOR/XNOR: 20 / 0.04942
==> area by class of cell <==
| cell class | instances | area, um2 |
|---|---|---|
| Multi-Input combinational cell | 521 | 4254 |
| Timing Repair Buffer | 199 | 1574 |
| Fill cell | 404 | 1124 |
| Inverter | 37 | 138.9 |
| Tap cell | 99 | 123.9 |
==> path summary, 6_finish.rpt <==
path,to,slack [ns],cells after the start
hold / removal,bcd_out[0],5.68,0
setup / recovery,bcd_out[7],0.11,51
==> placed cells by master (no fill, tap or decap), types with 7 or more instances in the layout <==
cell type                         count
sky130_fd_sc_hd__buf_4              170
sky130_fd_sc_hd__nand2_1             52
sky130_fd_sc_hd__nor2_1              45
sky130_fd_sc_hd__a21oi_1             35
sky130_fd_sc_hd__inv_1               28
sky130_fd_sc_hd__nand3_1             22
sky130_fd_sc_hd__clkdlybuf4s50_1     21
sky130_fd_sc_hd__a21oi_2             15
sky130_fd_sc_hd__o21ai_0             15
sky130_fd_sc_hd__ha_1                14
sky130_fd_sc_hd__nor3_1              13
sky130_fd_sc_hd__mux2_2              12
sky130_fd_sc_hd__mux2i_1             12
sky130_fd_sc_hd__o211ai_1            11
sky130_fd_sc_hd__a21o_1              10
sky130_fd_sc_hd__xnor2_1             10
sky130_fd_sc_hd__ha_2                 9
sky130_fd_sc_hd__a211o_1              8
sky130_fd_sc_hd__inv_2                7
sky130_fd_sc_hd__o21ai_1              7
==> repair_timing <==
item / CTS / global route
endpoints found under the setup margin: 11 / 11
resized: 46 / 58
hold endpoints to repair: 0 / 0
pin swaps: 23 / 39
setup buffers: 8 / 26
