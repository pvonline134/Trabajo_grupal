==> /design/flow/design.v <==
module clk_cut_module (
    input logic clk,
    input logic reset,
    input logic stop_flag,
    output logic clk_cut,
    output logic mostrar_dato,
    output logic enable_input,
    output logic reset_input_ff
);
logic [31:0] counter;
logic [31:0] stop_count;
always_ff @(posedge clk or posedge reset) begin
        if (reset) begin
            counter <= 0;
            clk_cut <= 0;
            stop_count <= 0;
            mostrar_dato <= 0;
            enable_input <= 1;
            reset_input_ff <= 0;
        end 
        else if (stop_flag || stop_count != 0) begin
            stop_count <= stop_count + 1;
            enable_input <= 0;
            if (stop_count == 15000) begin  
                mostrar_dato <= 1;
                reset_input_ff <= 1;
            end
            if (stop_count == 15001) begin  
                mostrar_dato <= 0;   
                reset_input_ff <= 0;
            end
            if (stop_count == 9900000 ) begin  
                stop_count <= 0;
                enable_input <= 1;
            end
        end
        else begin
            if (counter == (27000-1)) begin   
                counter <= 0;
                clk_cut <= ~clk_cut;   
            end else begin
                counter <= counter + 1;
            end 
        end
    end
endmodule
==> /design/flow/run.sh <==
#!/bin/bash
# OpenROAD 26Q1-2900-gdf79404cd8, Yosys 0.63+post, stock flow scripts
make -C /OpenROAD-flow-scripts/flow DESIGN_CONFIG=/design/flow/config.mk WORK_HOME=/design/flow/orfs finish
==> /design/flow/config.mk <==
export PLATFORM = sky130hd
export DESIGN_NAME = clk_cut_module
export DESIGN_NICKNAME = clk_cut_module
export VERILOG_FILES = /design/flow/design.v
export SDC_FILE = /design/flow/constraint.sdc
export NUM_CORES = 4
export LEC_CHECK = 1
export CORE_UTILIZATION = 30
==> /design/flow/constraint.sdc <==
current_design clk_cut_module

set clk_period 3.7
set clk_io_pct 0.2

create_clock -name clk0 -period $clk_period [get_ports {clk}]

set non_clock_inputs [all_inputs -no_clocks]
set_input_delay [expr $clk_period * $clk_io_pct] -clock clk0 $non_clock_inputs
set_output_delay [expr $clk_period * $clk_io_pct] -clock clk0 [all_outputs]
==> Implementation_results.wiki <==
== Flow metrics ==
{| class="wikitable"
! Metric !! Value
|-
| Result of the run || complete, no violations
|-
| Number of buffers created by CTS || 9
|-
| Number of buffers added on ports || 6
|-
| Startpoint types || flop
|-
| RD Place Congestion || 0.851
|-
| Part of the power in combinational logic || 0.012
|-
| Setup repair after global routing missed its margin || false
|-
| Number of pins with negative max-slew slack in the final report || 0
|-
| Layout cell share with drive strength beyond 1 || 0.0984
|-
| DIE WIDTH || 110 um
|-
| Die area || around 12000 sq um
|-
| Post-route DRC || 0
|-
| Post-synth top area cell || sky130_fd_sc_hd__dfrtp_1
|-
| Maximum single-stage delay on the critical path || slightly below 500 ps
|-
| Number of buffers between clock root and the deepest sink || 2
|-
| Detail Route Antenna Nets || 0
|-
| Path class of the lowest-slack min-delay path || reg2reg
|-
| Flip-flop and latch count after synthesis || ~67
|-
| Quantity of gates resized following cts || 0
|-
| Asr flop ratio synth || 1.00
|-
| Commonest non-fill, non-tap cell in the layout || sky130_fd_sc_hd__dfrtp_1
|-
| Area of the mapped netlist || 3480 sq um
|-
| EDFF count, synth || 0
|-
| Tally of OpenROAD warnings || 27
|-
| Share of total power in sequential cells || 0.470
|-
| Number of global-route vias before repair || 2509
|-
| Reported net switching power || 346 uW
|-
| Sequential-to-total area share from yosys stat || 0.483
|-
| Cell internal power dissipation || 1210 uW
|-
| Buffer cell driving the clock tree root || sky130_fd_sc_hd__clkbuf_16
|-
| Power per Cell Area || ~390 nW/um^2
|-
| Count of warnings emitted by yosys || 1
|-
| Met3 track utilization from global routing || 0.0230
|-
| Number of distinct library cells after synthesis || 38
|-
| Largest fanout on the critical path || 27
|-
| Clock share of power || 0.518
|-
| Crit share post-route || 0.716
|-
| Met2 Resource Use GR || 0.186
|-
| Number of primary I/O pins || 7
|-
| Final Critical Period || 2650 ps
|-
| Leakage power total || between 0.0015 and 0.002 uW
|-
| Length of the first detailed-routing pass in iterations || 4
|-
| Syn Inst Count || 353
|-
| Fraction of the core area occupied by cells at floorplan || 0.314
|-
| Routed Wire Length || 6770 um
|-
| Die Height || 110 um
|-
| Slew at the pin closest to its max-slew limit || 692 ps
|-
| Cell type of the slowest stage on the worst timing path || sky130_fd_sc_hd__or4b_4
|-
| Worst path buffer plus inverter count || 1
|-
| Final hold violation count || 0
|-
| Cells traversed along the worst timing path || inv_1 -> ha_1 -> or4b_4 -> nor4_4 -> nand3_4 -> nor4_1 -> xnor2_1
|-
| Final count of negative-setup-slack endpoints || 0
|-
| Initial antenna violation count || 0
|-
| Setup Buffers After CTS || 0
|-
| Met1 layer usage reported by global route || 0.203
|-
| Worst EP arrival || 2900 ps
|-
| Min setup slack post-route || 1050 ps
|-
| Hold_ws || 467 ps
|-
| Clock tree from TritonCTS || yes
|-
| GRT Residual Overflow || 0
|-
| Pin count of the biggest net entering global routing || 34
|-
| Number of standard cells reported by yosys || 353
|-
| Maximum ir drop on the vdd rail || 0.163 mV
|-
| Depth of the CTS H-tree || 3
|-
| Total global routing track utilization || 0.127
|-
| Required arrival time at the worst endpoint || 3950 ps
|-
| DR vias || roughly 2500
|-
| Number of cells on the worst reg-to-reg path || 7
|-
| Biggest area contributors in the synthesized netlist || sky130_fd_sc_hd__dfrtp_1, sky130_fd_sc_hd__xnor2_1, sky130_fd_sc_hd__xor2_1
|-
| Core region area || 11100 sq um
|-
| Type of destination of the critical path || flop
|-
| Average via count per standard cell || 5.01
|-
| Most used flip-flop cell after synthesis || sky130_fd_sc_hd__dfrtp_1
|-
| CTS Hold Bufs || 0
|-
| Type of the worst setup path || reg2reg
|-
| Summed standard-cell area reported by yosys || 3480 sq um
|-
| Most crowded layer after global routing || met1
|-
| Reg clk slew, reported paths || about 60 ps
|-
| Number of sinks driven by the clock tree || 67
|-
| Max-slew headroom at the worst pin || 0.538
|-
| Layout overhead on the synthesized area || 14.1%
|-
| Kind of cell adding the most delay to the critical path || simple AND/OR/NAND/NOR gates
|-
| Count of cells along the worst hold path || 1
|-
| Dominant logic cell types in the final layout || sky130_fd_sc_hd__dfrtp_1, sky130_fd_sc_hd__nand3_1, sky130_fd_sc_hd__nand2_1
|-
| Wire length of the first global-routing pass || about 12000 um
|-
| Count of cell instances traversed by the critical path || 7
|-
| Iter 0 DRT Violations || 135
|-
| Area share of the largest cell type after synthesis || 0.475
|-
| Average footprint of a synthesized cell || just under 10 sq um
|-
| Antenna Cells || 0
|-
| Max frequency || 378 MHz
|-
| Total chip power || ~1600 uW
|-
| Row count || 38
|-
| Routed wire length per instance || 13.4 um
|-
| Worst setup slack after placement || 766 ps
|-
| Switching portion of total power || 0.222
|-
| Later-pin clock latency in the skew report || 330 ps
|-
| Setup Total Neg Slack || 0 ps
|-
| Clock Skew || 8.37 ps
|-
| Placed wire-length estimate || between 4000 and 5000 um
|-
| Maximum capacitance violations || 0
|}
[registers in the layout, indices dropped and copies added, names as in the netlist]
| register | cells |
|---|---|
| reset_input_ff | 1 |
| enable_input | 1 |
| stop_count | 32 |
| clk_cut | 1 |
| counter | 32 |
[layer usage]
layer,vias to the layer above,wire [um]
li1,1271,-
met1,1208,3450
met2,49,2960
met3,9,247
met4,0,107
met5,-,0
[kinds of logic after synthesis]
logic type | share of synthesized area
multiplexers | 0.00288
AND/OR/NAND/NOR | 0.290
buffers and inverters | 0.0392
XOR/XNOR | 0.126
flip-flops | 0.483
AND-OR/OR-AND | 0.0446
adder cells (fa/ha/maj) | 0.0144
[metrics by stage]
| stage | cells | utilization | instance area, sq um |
|---|---|---|---|
| 2_1_floorplan | 353 | - | 3480 |
| 3_3_place_gp | 490 | 0.332 | 3680 |
| 3_5_place_dp | 490 | 0.332 | 3680 |
| 4_1_cts | 506 | 0.358 | 3970 |
| 5_1_grt | 506 | 0.358 | 3970 |
| 6_report | 506 | 0.358 | 3970 |
[final timing paths]
| check | start | end | slack (ps) |
|---|---|---|---|
| max reg2reg | stop_count[0]$_DFFE_PP0P_ | counter[10]$_DFFE_PP0N_ | 1050 |
| min in group asynchronous | reset | stop_count[6]$_DFFE_PP0P_ | 840 |
| max in group asynchronous | reset | stop_count[7]$_DFFE_PP0P_ | 2130 |
| min reg2reg | counter[31]$_DFFE_PP0N_ | counter[31]$_DFFE_PP0N_ | 470 |
| max | stop_count[0]$_DFFE_PP0P_ | counter[10]$_DFFE_PP0N_ | 1050 |
| min | counter[31]$_DFFE_PP0N_ | counter[31]$_DFFE_PP0N_ | 470 |
[cells in the mapped netlist, drive strengths merged, types with 2 or more instances]
library cell and instances:
buf 6, o31ai 3, nand2 28, nor4 17
xor2 25, dfrtp 66, nand3 29, or3 6
xnor2 25, a21oi 9, inv 20, clkbuf 7
nor2 25, or4 5, nor3 19, o22ai 6
and4 5, o21ai 5, ha 4, nand4 21
and3 11, nand2b 2
[power by group through the flow]
stage / Clock (uW) / Combinational, uW / Sequential (uW)
after global routing: 856 / 22.3 / 732
final: 808 / 18.3 / 733
after CTS: 827 / 19.9 / 733
[layout make-up]
class	count	area, sq um
fill	1072	7110
clock inverter	6	48.8
tap	140	175
inverter	20	75.1
multi-input combinational	253	1660
clock buffer	10	239
sequential	67	1680
timing repair buffer	10	90.1
Power figures rest on the tool's default switching activity, not on a simulated workload.
