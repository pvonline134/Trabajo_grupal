[/design/flow/constraint.sdc]
current_design BoothMul

set clk_period 3.0
set clk_io_pct 0.2

create_clock -name clk0 -period $clk_period [get_ports {clk}]

set non_clock_inputs [all_inputs -no_clocks]
set_input_delay [expr $clk_period * $clk_io_pct] -clock clk0 $non_clock_inputs
set_output_delay [expr $clk_period * $clk_io_pct] -clock clk0 [all_outputs]
[/design/flow/run.sh]
#!/bin/bash
# OpenROAD 26Q1-2900-gdf79404cd8, Yosys 0.63+post, stock flow scripts
make -C /OpenROAD-flow-scripts/flow DESIGN_CONFIG=/design/flow/config.mk WORK_HOME=/design/flow/orfs finish
[/design/flow/config.mk]
export PLATFORM = sky130hd
export DESIGN_NAME = BoothMul
export DESIGN_NICKNAME = BoothMul
export VERILOG_FILES = /design/flow/design.v
export SDC_FILE = /design/flow/constraint.sdc
export NUM_CORES = 4
export LEC_CHECK = 1
export CORE_UTILIZATION = 40
[/design/flow/design.v]
module BoothMul(
    input clk,                        
    input rst,                        
    input start,                      
    input logic [7:0] X,            
    input logic [7:0] Y,            
    output logic [15:0] z_out,
    output logic valid_out
);
    reg signed [15:0] next_Z, Z_temp;  
    reg next_state, pres_state;         
    reg [1:0] temp, next_temp;          
    reg [2:0] count, next_count;        
    reg next_valid;                     
    reg valid;  
    logic [15:0] Z;
    parameter IDLE = 1'b0;              
    parameter START = 1'b1;             
    always @ (posedge clk or posedge rst) begin
        if (rst) begin                   
            Z          <= 16'd0;        
            valid      <= 1'b0;         
            pres_state <= IDLE;         
            temp       <= 2'd0;         
            count      <= 3'd0;         
        end else begin
            Z          <= next_Z;       
            valid      <= next_valid;   
            pres_state <= next_state;   
            temp       <= next_temp;     
            count      <= next_count;    
        end
    end
    always @ (*) begin 
        case (pres_state)                
            IDLE: begin
                next_count = 3'd0;       
                next_valid = 1'b0;       
                if (start) begin         
                    next_state = START;  
                    next_temp  = {X[0], 1'b0};  
                    next_Z     = {8'd0, X};  
                end else begin
                    next_state = pres_state;  
                    next_temp  = 2'd0;         
                    next_Z     = 16'd0;        
                end
            end
            START: begin
                case (temp)
                    2'b10:   Z_temp = {Z[15:8] - Y, Z[7:0]};  
                    2'b01:   Z_temp = {Z[15:8] + Y, Z[7:0]};  
                    default: Z_temp = {Z[15:8], Z[7:0]};      
                endcase
                next_temp  = {X[count+1], X[count]};  
                next_count = count + 1'b1;            
                next_Z     = Z_temp >>> 1;            
                next_valid = (&count) ? 1'b1 : 1'b0;  
                next_state = (&count) ? IDLE : pres_state;  
            end
        endcase
    end
     always_ff @(posedge clk or posedge rst) begin
        if (rst) begin
            valid_out <= 0;    
            z_out <= 16'bz;
        end 
        else if (valid) begin
            valid_out <= 1;    
            z_out <= Z;
        end
    end
endmodule
==> job_summary.md <==
### Yosys + OpenROAD results

| Metric | Value |
|---|---|
| Yosys warns | `2` |
| First-pass iteration count of the detailed router | `4` |
| Asr flop ratio synth | `1.00` |
| Tmin final | `about 2.8 ns` |
| Top cells by area | `dfrtp_1 48%, mux2_2 9.0%, ha_1 6.9%` |
| Die Span Y | `72.7 um` |
| CTS tree | `done` |
| Sw Ratio | `0.331` |
| IO Port Bufs | `35` |
| Share of layout cells above drive strength 1 | `0.192` |
| Final worst-path cycle share | `0.939` |
| Setup slack, reg-to-reg | `around 0.44 ns` |
| Cell with the most instances after synthesis | `dfrtp_1` |
| Ys flop type | `dfrtp_1` |
| I/O pins | `36` |
| Worst hold start | `valid_out` |
| PwrDens | `1010 mW/mm2` |
| Yosys chip area | `roughly 0.002 mm2` |
| Data arrival time of the critical path | `3.02 ns` |
| CTS Hold Bufs | `0` |
| Number of global-route vias before repair | `1421` |
| Area share, top type | `0.475` |
| Critical path launch point type | `input pin` |
| Setup Viol. Count Final | `0` |
| Worst Tran Pin Value | `0.668 ns` |
| Core area | `0.00475 mm2` |
| Leak | `1.19 nW` |
| Clock buffer depth | `2` |
| Max VDD drop | `0.000475 V` |
| Gr usage total | `0.159` |
| Worst Hold Class | `reg -> reg` |
| Post-synth regs | `38` |
| Worst Hold Path Cells | `1` |
| Simple share | `0.0976` |
| # rows | `25` |
| Sw Pwr | `a little under 0.9 mW` |
| Floorplan Utilization | `0.421` |
| CP Capture Type | `register` |
| Synth unique cells | `38` |
| Adder share | `0.0788` |
| Post-synth EDFFs | `0` |
| Critical R2R Capture | `Z[14]` |
| P_int | `about 1.8 mW` |
| RSZ-0062 raised after global routing | `false` |
| GRT Max-Usage Layer | `met1` |
| Max stage delay cell, worst path | `or4_1` |
| Reg2Reg Launch Point | `temp[1]` |
| Total number of vias | `1428` |
| Critical path's largest stage delay | `0.48 ns` |
| Mux frac, synth | `0.153` |
| Sequential share of power | `0.346` |
| Hold slack | `about 0.46 ns` |
| Largest net degree at the start of global routing | `39` |
| GR Overflow Total | `0` |
| Status | `completed` |
| GR Util met2 | `0.241` |
| Post-CTS Setup Inserts | `0` |
| Clock skew | `0.00607 ns` |
| Crit Path Class | `in -> reg` |
| Worst hold endpoint | `valid_out` |
| Total die area | `0.00529 mm2` |
| Die X | `72.7 um` |
| Antenna violations before repair | `0` |
| Area fraction in xor and xnor cells | `0.0306` |
| Yosys stat cell total | `175` |
| Setup TNS | `0 ns` |
| Leading area contributor after synthesis | `dfrtp_1` |
| Ant diodes | `0` |
| PnR worst setup slack | `~0.18 ns` |
| Drt wl/cell | `12.6 um` |
| Synth Area per Inst | `11.4 um2` |
| Total CTS buffers | `5` |
| Clock sinks | `38` |
| Drt first-iter violations | `67` |
| Post-DP HPWL | `2640 um` |
| Area delta synth->final | `29.5%` |
| Critical-path maximum fanout | `3` |
| Synth Instances | `between 150 and 200` |
| Comb area leader | `multiplexers` |
| DRT Wirelength | `3600 um` |
| Achievable Freq | `about 0.36 GHz` |
| Vias/cell | `4.99` |
| Clk slew on worst S/H paths | `0.07 ns` |
| Register area share after synthesis | `0.475` |
| Mapped cell area | `about 0.002 mm2` |
| First-pass GRT wire length | `around 6400 um` |
| Placer Congestion | `0.824` |
| Max Cap Viol | `0` |
| Met1 Use GR | `0.251` |
| Pre-CTS WS | `-0.185 ns` |
| Slew HR | `0.554` |
| Root Buffer | `clkbuf_8` |
| Insertion Delay late pin | `0.28 ns` |
| Comb pwr share | `0.496` |
| Remaining DRCs | `0` |
| Required time of the critical path | `3.21 ns` |
| Antenna Nets Post-Route | `0` |
| Clk pwr share | `0.158` |
| # H-tree levels | `2` |
| R2R cell count | `9` |
| Final Max Tran Viols | `0` |
| Fin. Hold Viols | `0` |
| Tool warnings | `25` |
| GRT met3 Usage | `0.0336` |
| Critical Path, Cell by Cell | `clkdlybuf4s50_1 -> inv_1 -> ha_1 -> a31oi_1 -> xor2_1 -> ha_1 -> o211ai_1 -> o211ai_1 -> a211oi_1 -> or4_1 -> a21oi_1` |
| Aoi share | `0.123` |
| Most common library cells after synthesis | `38 x dfrtp_1, 16 x mux2_2, 13 x nor2_1` |
==> repair_timing <==
item,CTS,global route
endpoints found under the setup margin,0,1
endpoints found under the hold margin,0,0
resized,0,2
==> cell families after synthesis <==
family,after synthesis
buffers and inverters,21
xor gates and xnor gates,7
and+or+nand+nor,36
muxes,26
AOI/OAI and AO/OA,35
adders and majority gates,12
DFF,38
==> worst max path at each step <==
stage	start	endpoint	slack, ns	cells after the start
6_report	Y[0]	Z[14]	0.18	11
5_1_grt	Y[0]	Z[14]	0.008	11
4_1_cts	Y[0]	Z[14]	0.11	10
==> sequential cells by signal, indices dropped and copies added, names as in the netlist <==
| register | cells |
|---|---|
| count | 3 |
| temp | 2 |
| pres_state | 1 |
| z_out | 15 |
| valid_out | 1 |
| Z | 15 |
| valid | 1 |
==> layout by cell type (no fill, tap or decap), drive strengths merged, types with 4 or more instances in the layout <==
cell type,synthesis,final
a21oi,7,7
a22o,6,6
clkdlybuf4s50,0,35
inv,12,12
clkbuf,6,5
ha,11,11
buf,3,10
nor3,5,5
nor2,13,13
mux2i,8,8
dfrtp,38,38
o211ai,4,4
mux2,16,16
o21ai,4,4
xnor2,4,4
nand2,5,5
==> area by class of cell <==
| cell class | instances | area [um2] |
|---|---|---|
| inverter | 12 | 45.0 |
| sequential | 38 | 951 |
| timing repair buffer | 45 | 425 |
| multi-input combinational | 116 | 977 |
| fill | 431 | 2160 |
| clock inverter | 3 | 40.0 |
| tap | 67 | 83.8 |
| clock buffer | 5 | 68.8 |
==> layer usage <==
metal | vias to the layer above | routed length (um)
met2 | 30 | 1580
met3 | 8 | 153
li1 | 718 | -
met4 | 0 | 56
met5 | - | 0
met1 | 672 | 1810
==> per-stage QoR <==
stage | instance area [um2] | util | cells | power (mW)
floorplan | 2000 | - | 175 | 1.74
global placement | 2470 | 0.520 | 278 | 2.18
detailed placement | 2470 | 0.520 | 278 | 2.21
CTS | 2580 | 0.543 | 286 | 2.64
global route | 2590 | 0.545 | 286 | 2.86
finish | 2590 | 0.545 | 286 | 2.62
==> power by group through the flow <==
stage	combinational [mW]	clock, mW	sequential, mW
finish	1.30	0.413	0.908
global route	1.46	0.453	0.942
CTS	1.30	0.432	0.912
==> worst max-delay path: cells and delay by family <==
kind / cells / cell delay, ns
buffers and inverters: 2 / 0.52
AND/OR/NAND/NOR: 1 / 0.48
AND-OR/OR-AND: 5 / 0.81
XOR/XNOR: 1 / 0.09
adder cells (fa/ha/maj): 2 / 0.53
Power figures rest on the tool's default switching activity, not on a simulated workload.
